--- design/flow/run.sh ---
#!/bin/bash
# OpenROAD 26Q1-2900-gdf79404cd8, Yosys 0.63+post, stock flow scripts
make -C /OpenROAD-flow-scripts/flow DESIGN_CONFIG=/design/flow/config.mk WORK_HOME=/design/flow/orfs finish
--- design/flow/design.v ---
module SK6812RGBW
#(
	parameter LEDS_NUM = 3,  
	parameter PREPARE_LATCH_DELAY = 10,  
	parameter CLOCK_FRQ = 50_000_000   
)
(
	input wire clock,
	input wire reset,
	input wire [31:0] color_rgbw,  
	output reg new_data_req,
	output reg [LED_ADDR_WIDTH-1:0] current_ledN,
	output reg ws_data
);
localparam integer CLOCK_CYCLE_COUNT 	= CLOCK_FRQ / 800_000;
localparam integer T0H_CYCLE_COUNT     = 0.35 * CLOCK_CYCLE_COUNT;
localparam integer T1H_CYCLE_COUNT     = 0.9 * CLOCK_CYCLE_COUNT;
localparam integer RESET_CYCLE_COUNT   = 600 * CLOCK_CYCLE_COUNT;  
localparam integer LED_ADDR_WIDTH 		= $clog2(LEDS_NUM);
localparam integer CLK_COUNTER_WIDTH 	= $clog2(RESET_CYCLE_COUNT);
localparam STATE_RESET    = 3'd0;
localparam STATE_PREPARE_LATCH = 3'd1;
localparam STATE_LATCH    = 3'd2;
localparam STATE_PREPARE_TRANSMIT = 3'd3;
localparam STATE_TRANSMIT = 3'd4;
localparam STATE_SEND_RESET   = 3'd5;
reg [CLK_COUNTER_WIDTH-1:0] clk_counter;
reg [2:0] current_state = STATE_RESET;
reg [2:0] current_color;
reg [2:0] current_bit;
reg [7:0] led_red;
reg [7:0] led_green;
reg [7:0] led_blue;
reg [7:0] led_white;
reg [7:0] led_current_color;
always @ (posedge clock)
begin
	if (reset) 
	begin
		ws_data <= 0;
		current_state <= STATE_RESET;
	end
	else 
	begin
		case (current_state)	
		STATE_RESET:
		begin
			ws_data <= 0;
			clk_counter <= 0;
			current_ledN <= 0;
			current_state <= STATE_PREPARE_LATCH;
		end
		STATE_PREPARE_LATCH:
		begin
			new_data_req <= 1;
			if(clk_counter >= PREPARE_LATCH_DELAY)
				current_state <= STATE_LATCH;
			else
				clk_counter <= clk_counter + 1'b1;
		end
		STATE_LATCH:
		begin
			new_data_req <= 0;
			led_red <= color_rgbw[7:0];
			led_green <= color_rgbw[15:8];
			led_blue <= color_rgbw[23:16];
			led_white <= color_rgbw[31:24];
			current_color <= 0;  
			current_state <= STATE_PREPARE_TRANSMIT;
		end
		STATE_PREPARE_TRANSMIT:
		begin
			clk_counter <= 0;
			current_bit <= 3'd7;
			if(current_color == 2'd0)  
				led_current_color <= led_green;
			else if(current_color == 2'd1)  
				led_current_color <= led_red;
			else if(current_color == 2'd2)  
				led_current_color <= led_blue;
			else if(current_color == 2'd3)  
				led_current_color <= led_white;
			current_state <= STATE_TRANSMIT;
		end
		STATE_TRANSMIT:		
		begin		
			if(led_current_color[current_bit] == 1'b1 && clk_counter >= T1H_CYCLE_COUNT)
				ws_data <= 0;
			else if(led_current_color[current_bit] == 1'b0 && clk_counter >= T0H_CYCLE_COUNT)
				ws_data <= 0;	
			else
				ws_data <= 1;
			if(clk_counter >= CLOCK_CYCLE_COUNT)
			begin
				clk_counter <= 0;
				if(current_bit == 3'd0)
				begin
					if(current_color == 2'd3)
					begin
						if(current_ledN == LEDS_NUM)
							current_state <= STATE_SEND_RESET;
						else
						begin  
							current_ledN <= current_ledN + 1'd1;
							current_color <= 0;  
							clk_counter <= 0;
							current_state <= STATE_PREPARE_LATCH;
						end
					end
					else
					begin
						current_color <= current_color + 1'b1;
						current_state <= STATE_PREPARE_TRANSMIT;
					end
				end
				else
					current_bit <= current_bit - 1'b1;
			end
			else
				clk_counter <= clk_counter + 1'b1;
		end
		STATE_SEND_RESET:
		begin
			if(clk_counter < RESET_CYCLE_COUNT)
			begin
				clk_counter <= clk_counter + 1'b1;
				ws_data <= 0;
			end
			else
				current_state <= STATE_RESET;
		end
		endcase  
	end
end
endmodule
--- design/flow/config.mk ---
export PLATFORM = sky130hd
export DESIGN_NAME = SK6812RGBW
export DESIGN_NICKNAME = SK6812RGBW
export VERILOG_FILES = /design/flow/design.v
export SDC_FILE = /design/flow/constraint.sdc
export NUM_CORES = 4
export LEC_CHECK = 1
export CORE_UTILIZATION = 30
--- design/flow/constraint.sdc ---
current_design SK6812RGBW

set clk_period 5.4
set clk_io_pct 0.2

create_clock -name clk0 -period $clk_period [get_ports {clock}]

set non_clock_inputs [all_inputs -no_clocks]
set_input_delay [expr $clk_period * $clk_io_pct] -clock clk0 $non_clock_inputs
set_output_delay [expr $clk_period * $clk_io_pct] -clock clk0 [all_outputs]
==> flow_summary.json <==
{
  "status": "completed",
  "top_layer_used": "met4",
  "finalCriticalPeriod_ps": 2562,
  "leakage_nw": 1.456,
  "htree_levels": 3,
  "cp_data_arrival_time_ps": 2560,
  "rsz0062_at_grt": "no",
  "layout-area-overhead-vs-synth_pct": 21.14,
  "gp_congestion": 0.7894,
  "port_buffers": 37,
  "wl_met1_mm": 3.188,
  "finalHoldViolations": 0,
  "synth-edff-count": 65,
  "routed-wl-met3_um": 278,
  "ctsHoldBuffers": 0,
  "skew_ps": 6.128,
  "grt_first_pass_wirelength_mm": 11.30,
  "cts_buffers": 9,
  "ys.flop_type": "edfxtp_1",
  "core_sq_um": 11520,
  "grt_pass1_vias": 2407,
  "tightest_slew_ps": 627.4,
  "drive_above_1_share_pct": 8.696,
  "ys_top_logic_family": "simple AND/OR/NAND/NOR gates",
  "yosys.area_share.aoi_pct": 12.19,
  "dr.pass1.iters": 20,
  "cts_root_buf": "clkbuf_16",
  "largest_area_cell": "edfxtp_1",
  "synth.area.top_cells": "edfxtp_1, ha_1, nor2_1, a21oi_1, o22ai_1",
  "max_freq_ghz": 0.3903,
  "diodes": 0,
  "synthDistinctLibCells": 54,
  "clk_latency_ps": 330,
  "cp-start-kind": "input pin",
  "via_per_inst": 4.969,
  "power.density_nw_per_um2": 415.8,
  "cap_violations": 0,
  "yosys-stat-cells": 306,
  "min_path_type": "flop to flop",
  "synth_top_cell_by_count": "edfxtp_1",
  "clk_pin_slew_ps": 60,
  "placed_cells": 472,
  "post_cts_buffers": 0,
  "fin_crit_sh_pct": 47.45,
  "layoutNonFillerInstCount": 488,
  "ys_sh_mux_pct": 0.5590,
  "drv_slew": 0,
  "grt_overflow_total": 0,
  "adder_share_pct": 4.193,
  "warning_count": 31,
  "ir_worst_vdd_mv": 0.1527,
  "boundaryPins": 38,
  "crit_type": "input pin to flop",
  "yosysWarnings": 3,
  "common_cells": "edfxtp_1, nor2_1, a21oi_1",
  "grt_max_degree": 33,
  "grt_use_total_pct": 11.63,
  "cts-resized-gates": 0,
  "drtIter0Drc": 207,
  "syn_avg_cell_area_sq_um": 11.70,
  "yosysTopAreaCellShare_pct": 54.51,
  "setup_viol": 0,
  "cts_num_sinks": 69,
  "async_flop_share_pct": 0,
  "whs_ps": 546.5,
  "cts_tree": "built",
  "drc": 0,
  "crit_path_end_kind": "flop",
  "ys_area_sq_um": 3581,
  "xor_share_pct": 3.669,
  "antenna_found_initial": 0,
  "syn_area_sq_um": 3581,
  "wire_per_inst_um": 13.18,
  "dieArea_sq_um": 12380,
  "fin_setup_tns_ps": 0,
  "placementRows": 39,
  "cts_buffer_depth": 2,
  "simple_gate_share_pct": 17.19,
  "maxSlewHeadroom_pct": 58.11,
  "nFillCells": 1063,
  "synth_flops": 69,
  "initial_utilization_pct": 31.10,
  "ant_nets": 0,
  "via_count": 2425,
  "crit_fanout": 11,
  "synthCells": 306,
  "die_x_um": 111.3,
  "worstPathRequired_ps": 5400,
  "finalWirelength_mm": 6.433,
  "dr_wl_met2_mm": 2.879,
  "dieHeight_um": 111.3,
  "dpl.hpwl_mm": 4.504,
  "ys_seq_share_pct": 56.74,
  "power_w": 0.001804
}
-- logic make-up after synthesis --
kind of cell / Yosys count
simple gates: 114
buf+inv: 29
xor+xnor: 15
mux: 2
fa+ha+maj: 12
compound gates: 65
flops: 69
-- cell usage in the layout, fill, tap and decap left out, types with 11 or more instances in the layout --
cell type and n:
edfxtp_1 65, clkdlybuf4s50_1 37, nor2_1 31, a21oi_1 20, nand2_1 16, o22ai_1 16
nor2b_1 13, ha_1 12, inv_1 11
-- registers in the layout (all words and copies together) (netlist names) --
register	flops
clk_counter	16
current_bit	3
current_color	3
current_ledN	2
current_state	3
led_blue	8
led_current_color	8
led_green	8
led_red	8
led_white	8
new_data_req	1
ws_data	1
-- metal layers --
metal	up-vias	GRT usage (%)
li1	1218	-
met1	1146	18.39
met2	54	17.33
met3	7	3.066
met4	0	1.351
met5	-	0
-- final cells by class --
type	count	area, sq um	share of cell area (%)
multi-input cells	208	1356	31.27
inverters	11	41.29	0.9518
clock buffers	9	225.2	5.192
clock inverters	7	103.9	2.394
well taps	143	178.9	4.125
repair buffers	41	400.4	9.230
flip-flops and latches	69	2032	46.84
-- final timing paths --
| kind | start | to | slack (ps) | depth (start not counted) |
|---|---|---|---|---|
| worst max-delay path | reset | current_ledN[0] | 2840 | 3 |
| worst max register to register | current_color[2] | current_ledN[0] | 3050 | 4 |
| worst min-delay path | ws_data | ws_data | 550 | 2 |
| worst min register to register | ws_data | ws_data | 550 | 2 |
-- report_power, final --
part	switching (W)	total, W	internal, W
clock network	0.000227	0.000637	0.000410
logic	0.000190	0.000351	0.000161
registers	0.000110	0.000816	0.000706
total	0.000527	0.00180	0.00128
-- metrics by stage --
stage / utilization (%) / cell area, sq um / worst slack, ps
after global placement: 34.81 / 4009 / 2524
after floorplan: - / 3581 / 2329
after CTS: 37.67 / 4338 / 2845
final: 37.67 / 4338 / 2838
after global routing: 37.67 / 4338 / 2784
after detailed placement: 34.81 / 4009 / 2506
-- worst max-delay path, stage by stage --
cell	delay (ps)
clkdlybuf4s50_1	610
or3b_4	500
a2111oi_4	370
