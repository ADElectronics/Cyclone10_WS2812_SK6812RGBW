$ cat flow/config.mk
export PLATFORM = sky130hd
export DESIGN_NAME = LedDataSelector
export DESIGN_NICKNAME = LedDataSelector
export VERILOG_FILES = /design/flow/design.v
export SDC_FILE = /design/flow/constraint.sdc
export NUM_CORES = 4
export LEC_CHECK = 1
export CORE_UTILIZATION = 50
$ cat flow/constraint.sdc
current_design LedDataSelector

set clk_period 6.3
set clk_io_pct 0.2

create_clock -name clk0 -period $clk_period [get_ports {UART_RxReady}]

set non_clock_inputs [all_inputs -no_clocks]
set_input_delay [expr $clk_period * $clk_io_pct] -clock clk0 $non_clock_inputs
set_output_delay [expr $clk_period * $clk_io_pct] -clock clk0 [all_outputs]
$ cat flow/run.sh
#!/bin/bash
# OpenROAD 26Q1-2900-gdf79404cd8, Yosys 0.63+post, stock flow scripts
make -C /OpenROAD-flow-scripts/flow DESIGN_CONFIG=/design/flow/config.mk WORK_HOME=/design/flow/orfs finish
$ cat flow/design.v
module LedDataSelector
(
	input wire clock,
	input wire reset,
	input wire [7:0] UART_Rx,
	input wire UART_RxReady,
	output reg [31:0] LED0_Data,
	output reg [31:0] LED0_Addr,
	output reg LED0_Write,
	output reg [31:0] LED1_Data,
	output reg [31:0] LED1_Addr,
	output reg LED1_Write
);
localparam STATE_RX_0_BYTE   = 3'd0;
localparam STATE_RX_OTHER	= 3'd1;
reg [2:0] current_state = STATE_RX_0_BYTE;
reg [4:0] current_byte = 0;
reg [31:0] LED_Data;
reg [31:0] LED_Addr;
always @(posedge UART_RxReady or posedge reset) 
begin
	if(reset) 
	begin
		LED0_Data <= 32'd0;
		LED0_Addr <= 32'd0;
		LED1_Data <= 32'd0;
		LED1_Addr <= 32'd0;
		current_state <= STATE_RX_0_BYTE;
	end
	else
	begin
		case (current_state)	
		STATE_RX_0_BYTE:
		begin
			current_byte <= 1;
			LED0_Write <= 1'b0;
			LED1_Write <= 1'b0;
			LED_Addr <= {24'd0, UART_Rx[7:0]};
			current_state <= STATE_RX_OTHER;	
		end
		STATE_RX_OTHER:
		begin
			if(UART_RxReady)
			begin
				case (current_byte)
				1:
					LED_Addr <= {16'd0, UART_Rx[7:0], LED_Addr[7:0]};
				2:
					LED_Addr <= {8'd0, UART_Rx[7:0], LED_Addr[15:0]};
				3:
					LED_Addr <= {UART_Rx[7:0], LED_Addr[23:0]};
				4:
					LED_Data <= {24'd0, UART_Rx[7:0]};
				5:
					LED_Data <= {16'd0, UART_Rx[7:0], LED_Data[7:0]};
				6:
					LED_Data <= {8'd0, UART_Rx[7:0], LED_Data[15:0]};
				7:
				begin
					LED_Data = {UART_Rx[7:0], LED_Data[23:0]};
					if(LED_Addr[31] == 1'b1)
					begin
						LED_Addr[31] = 1'b0;
						LED1_Data <= LED_Data;
						LED1_Addr <= LED_Addr;
						LED1_Write <= 1'b1;
					end
					else
					begin
						LED0_Data <= LED_Data;
						LED0_Addr <= LED_Addr;
						LED0_Write <= 1'b1;
					end
					current_state <= STATE_RX_0_BYTE;					
				end
				endcase  
				current_byte <= current_byte + 1;
			end
		end
		endcase  
	end
end
endmodule
==> impl_metrics.json <==
{
  "fin_area_um2": 11300,
  "worst-slew-pin-transition_ns": 0.942,
  "num_rows": 45,
  "p_leak_nw": 4.69,
  "slew_violations": 0,
  "fp_util_pct": 51.3,
  "synthFlopType": "dfrtp_1",
  "hold_path.class": "clock port to flip-flop",
  "die_area_um2": 16100,
  "finalSetupViolCount": 0,
  "drt_iter0_drc": 252,
  "cts_tree": "done",
  "grt-ovfl-total": 0,
  "cp_max_fo": 4,
  "yosys_area_um2": 7800,
  "clkLatencyLatePin_ns": 0.55,
  "dr.pass1.iters": 4,
  "wl_per_cell_um": 19.6,
  "synth_warnings": 1,
  "drt.antenna.violating_nets": 0,
  "die.size.y_um": 127,
  "ys_seq_share_pct": 65.0,
  "cp.arrival_ns": 5.30,
  "grt_start_max_net_pins": 69,
  "maxCapViolations": 0,
  "clk_pin_slew_ns": 0.06,
  "cts_setup_buffers": 0,
  "placeableCoreArea_um2": 15200,
  "p_per_area_nw_per_um2": 466,
  "dpl_cell_area_um2": 9120,
  "slew_headroom_pct": 37.1,
  "cp.required_ns": 6.61,
  "finClkSkew_ns": 0.0162,
  "synthArstFlopShare_pct": 66.8,
  "cp-end-kind": "flip-flop",
  "finalHoldViolations": 0,
  "synth_flops": 190,
  "place_ws_ns": 0.811,
  "grt_first_pass_wirelength_um": 27400,
  "peakVddDrop_mv": 0.261,
  "mostFrequentLayoutCell": "clkdlybuf4s50_1",
  "dp_hpwl_um": 8930,
  "netlist_area_um2": 7800,
  "grt.total_usage_pct": 24.8,
  "min_from": "UART_RxReady",
  "start_kind": "clock port",
  "final_layout_top_logic_cells": "137 x clkdlybuf4s50_1, 127 x dfrtp_1, 75 x clkbuf_16, 70 x mux2_4, 63 x edfxtp_1",
  "die_x_um": 127,
  "grt_pass1_vias": 6260,
  "utilization_pct": 74.5,
  "warning_count": 162,
  "drc": 0,
  "area_growth_syn_to_layout_pct": 45.1,
  "antenna_found_initial": 0,
  "setup.worst_path.class": "clock port to flip-flop",
  "drive_above_1_share_pct": 33.7,
  "final.setup.tns_ns": 0,
  "avgSynthCellArea_um2": 17.1,
  "critPathLaunch": "UART_RxReady",
  "num_vias": 4678,
  "synthCells": 457,
  "worst_slack_ns": 1.31,
  "edf_count": 63,
  "viasPerCell": 5.33,
  "synth_cell_types": 37,
  "ctsResizeCount": 0,
  "drt_wl_total_um": 17200,
  "ioPinCount": 141,
  "ys_cells": 457,
  "outcome": "complete, no violations",
  "gp_congestion": 0.813,
  "rsz0062_at_grt": "false",
  "io_buffers": 137,
  "hold_buffers": 0,
  "reg2reg_from": "current_byte[4]$_SDFFCE_PN0P_"
}
## logic make-up after synthesis
group | count (synthesis) | synth area share [%]
adder cells (fa/ha/maj) | 4 | 0.641
AND-OR/OR-AND | 12 | 0.930
other | 1 | 0.0481
AND/OR/NAND/NOR | 91 | 7.05
buffers and inverters | 30 | 4.47
flip-flops | 190 | 65.0
multiplexers | 126 | 21.5
XOR/XNOR | 3 | 0.337
## state kept, by name, summed over array words and instances, names as in the netlist
register,flops
LED0_Data,32
LED_Addr,32
LED1_Data,32
LED0_Addr,31
LED0_Write,1
LED1_Addr,31
LED_Data,24
current_state,1
LED1_Write,1
current_byte,5
## power by group
group          total, mW  switching (mW)  internal [mW]  leakage [nW]
sequential          2.03           0.281           1.75          2.10
clock               2.36           0.736           1.62          1.73
combinational      0.887           0.173          0.714         0.852
## stage by stage
stage,power (mW),hold slack [ns],cells
floorplan,2.59,0.104,458
global placement,3.48,0.104,763
detailed placement,3.48,0.104,763
CTS,5.35,0.249,876
global route,5.57,0.251,876
finish,5.28,0.252,878
## worst max-delay path, stage by stage
cell       delay (ns)
clkbuf_16        0.12
clkbuf_16        0.13
clkbuf_16        0.13
clkbuf_16        0.13
clkbuf_16        0.14
clkbuf_16        0.14
o21ai_0          0.56
clkbuf_16        0.27
clkbuf_16        0.12
a31oi_1          0.05
clkbuf_16        0.21
clkbuf_16        0.14
## worst paths after layout
check                                               endpoint  slack (ns)  cells past startpoint
worst max-delay path              LED_Addr[29]$_SDFFCE_PN0P_        1.31                     12
worst min-delay path            current_state[0]$_DFFE_PP0P_        0.25                      7
worst max register to register        LED_Data[16]$_DFFE_PP_        3.17                      5
worst min register to register     LED1_Addr[25]$_DFFE_PP0P_        0.50                      1
max in group asynchronous          LED0_Data[30]$_DFFE_PP0P_        3.66                      3
min in group asynchronous          LED1_Data[14]$_DFFE_PP0P_        1.42                      2
## Yosys cell counts (2+ instances only)
| master | count | area (µm²) |
|---|---|---|
| ha_1 | 4 | 50.1 |
| xor2_1 | 2 | 17.5 |
| and2_1 | 38 | 238 |
| clkbuf_1 | 5 | 18.8 |
| buf_4 | 2 | 15.0 |
| a21oi_1 | 2 | 10.0 |
| o21ai_0 | 4 | 20.0 |
| nor3_1 | 3 | 15.0 |
| inv_1 | 6 | 22.5 |
| nand2_1 | 6 | 22.5 |
| dfrtp_1 | 127 | 3180 |
| mux2_2 | 56 | 631 |
| and3_1 | 10 | 62.6 |
| buf_6 | 2 | 22.5 |
| a31oi_1 | 3 | 18.8 |
| nor3b_1 | 2 | 15.0 |
| edfxtp_1 | 63 | 1890 |
| nor2_1 | 10 | 37.5 |
| nand3_1 | 4 | 20.0 |
| mux2_4 | 70 | 1050 |
| buf_12 | 13 | 260 |
| nor2b_1 | 10 | 62.6 |
## cell type report
type                    instances  area [µm²]
fillers                       856        3870
well taps                     188         235
clock buffers                  84        1930
clock inverters                30         273
repair buffers                141        1400
inverters                       5        23.8
flip-flops and latches        190        5070
diodes                          2        5.00
multi-input cells             238        2390
## layer usage
layer  vias up  GRT usage [%]  share of wire [%]
met5         -              0                  0
met4         0           24.4                4.0
met3        62           22.7                 13
met2       308           25.1                 44
met1      2255           29.5                 40
li1       2053              -                  -
Power and IR drop assume default switching activity.
