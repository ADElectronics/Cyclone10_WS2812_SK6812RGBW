File: /design/flow/config.mk
export PLATFORM = sky130hd
export DESIGN_NAME = WS2812
export DESIGN_NICKNAME = WS2812
export VERILOG_FILES = /design/flow/design.v
export SDC_FILE = /design/flow/constraint.sdc
export NUM_CORES = 4
export LEC_CHECK = 1
export CORE_UTILIZATION = 40
File: /design/flow/constraint.sdc
current_design WS2812

set clk_period 6.2
set clk_io_pct 0.2

create_clock -name clk0 -period $clk_period [get_ports {clock}]

set non_clock_inputs [all_inputs -no_clocks]
set_input_delay [expr $clk_period * $clk_io_pct] -clock clk0 $non_clock_inputs
set_output_delay [expr $clk_period * $clk_io_pct] -clock clk0 [all_outputs]
File: /design/flow/design.v
module WS2812
#(
	parameter LEDS_NUM = 3,  
	parameter PREPARE_LATCH_DELAY = 10,  
	parameter CLOCK_FRQ = 50_000_000   
)
(
	input wire clock,
	input wire reset,
	input wire [31:0] color_rgb,  
	output reg new_data_req,
	output reg [LED_ADDR_WIDTH-1:0] current_ledN,
	output reg ws_data
);
localparam integer CLOCK_CYCLE_COUNT 	= CLOCK_FRQ / 800_000;
localparam integer T0H_CYCLE_COUNT     = 0.35 * CLOCK_CYCLE_COUNT;
localparam integer T1H_CYCLE_COUNT     = 0.9 * CLOCK_CYCLE_COUNT;
localparam integer RESET_CYCLE_COUNT   = 600 * CLOCK_CYCLE_COUNT;  
localparam integer LED_ADDR_WIDTH 		= $clog2(LEDS_NUM);
localparam integer CLK_COUNTER_WIDTH 	= $clog2(RESET_CYCLE_COUNT);
localparam STATE_RESET    = 3'd0;
localparam STATE_PREPARE_LATCH = 3'd1;
localparam STATE_LATCH    = 3'd2;
localparam STATE_PREPARE_TRANSMIT = 3'd3;
localparam STATE_TRANSMIT = 3'd4;
localparam STATE_SEND_RESET   = 3'd5;
reg [CLK_COUNTER_WIDTH-1:0] clk_counter;
reg [2:0] current_state;
reg [1:0] current_color;
reg [2:0] current_bit;
reg [7:0] led_red;
reg [7:0] led_green;
reg [7:0] led_blue;
reg [7:0] led_current_color;
initial
begin
	current_state <= STATE_RESET;
	ws_data <= 0;
	clk_counter <= 0;
	current_ledN <= 0;
end
always @ (posedge clock)
begin
	if (reset) 
	begin
		ws_data <= 0;
		current_state <= STATE_RESET;
	end
	else 
	begin
		case (current_state)	
		STATE_RESET:
		begin
			ws_data <= 0;
			clk_counter <= 0;
			current_ledN <= 0;
			current_state <= STATE_PREPARE_LATCH;
		end
		STATE_PREPARE_LATCH:
		begin
			new_data_req <= 1;
			if(clk_counter >= PREPARE_LATCH_DELAY)
				current_state <= STATE_LATCH;
			else
				clk_counter <= clk_counter + 1'b1;
		end
		STATE_LATCH:
		begin
			new_data_req <= 0;
			led_red <= color_rgb[7:0];
			led_green <= color_rgb[15:8];
			led_blue <= color_rgb[23:16];
			current_color <= 0;  
			current_state <= STATE_PREPARE_TRANSMIT;
		end
		STATE_PREPARE_TRANSMIT:
		begin
			clk_counter <= 0;
			current_bit <= 3'd7;
			if(current_color == 2'd0)  
				led_current_color <= led_green;
			else if(current_color == 2'd1)  
				led_current_color <= led_red;
			else if(current_color == 2'd2)  
				led_current_color <= led_blue;
			current_state <= STATE_TRANSMIT;
		end
		STATE_TRANSMIT:		
		begin		
			if(led_current_color[current_bit] == 1'b1 && clk_counter >= T1H_CYCLE_COUNT)
				ws_data <= 0;
			else if(led_current_color[current_bit] == 1'b0 && clk_counter >= T0H_CYCLE_COUNT)
				ws_data <= 0;	
			else
				ws_data <= 1;
			if(clk_counter >= CLOCK_CYCLE_COUNT)
			begin
				clk_counter <= 0;
				if(current_bit == 3'd0)
				begin
					if(current_color == 2)
					begin
						if(current_ledN == LEDS_NUM)
							current_state <= STATE_SEND_RESET;
						else
						begin  
							current_ledN <= current_ledN + 1'd1;
							current_color <= 0;  
							clk_counter <= 0;
							current_state <= STATE_PREPARE_LATCH;
						end
					end
					else
					begin
						current_color <= current_color + 1'b1;
						current_state <= STATE_PREPARE_TRANSMIT;
					end
				end
				else
					current_bit <= current_bit - 1'b1;
			end
			else
				clk_counter <= clk_counter + 1'b1;
		end
		STATE_SEND_RESET:
		begin
			if(clk_counter < RESET_CYCLE_COUNT)
			begin
				clk_counter <= clk_counter + 1'b1;
				ws_data <= 0;
			end
			else
				current_state <= STATE_RESET;
		end
		endcase  
	end
end
endmodule
File: /design/flow/run.sh
#!/bin/bash
# OpenROAD 26Q1-2900-gdf79404cd8, Yosys 0.63+post, stock flow scripts
make -C /OpenROAD-flow-scripts/flow DESIGN_CONFIG=/design/flow/config.mk WORK_HOME=/design/flow/orfs finish
==> flow_summary.yaml <==
# implementation run metrics
run:
  warning_count: 39
  max_cap_viol_count: 0
synth:
  synthArstFlopShare_pct: 0
  syn_area_sq_um: 3064
  synthSimpleGateAreaFrac_pct: 18.50
  ff_type: "edfxtp_1"
  logic_family: "simple AND/OR/NAND/NOR gates"
  syn_avg_cell_area_sq_um: 12.21
  ys_chip_area_sq_um: 3064
  netlist_instances: 251
  synth_seq_share_pct: 57.49
  edf_count: 56
  muxShareOfSynthArea_pct: 4.737
  yosys-stat-cells: 251
  synth_cell_types: 51
  synthXorXnorAreaFrac_pct: 4.573
  ys_sh_aoi_pct: 7.595
  ys.flops: 60
  synth_adder_area_share_pct: 4.492
  yosys_warnings: 3
setup_path:
  crit_type: "in2reg"
  cp_max_fo: 10
  crit_path_start_kind: "input port"
  worstSetupEndpointType: "register"
  slowest_delay_ns: 0.61
  crit_slowest_cell: "clkdlybuf4s50_1"
  crit_required_ns: 6.20
  cp_cell_sequence: "clkdlybuf4s50_1 > or2_1 > a2111oi_2"
  cp.arrival_ns: 2.60
final_timing:
  skew_ns: 0.004305
  tightestPinTransition_ns: 0.7805
  final_hold_viol_count: 0
  whs_ns: 0.5030
  post-route-min-period_ns: 2.603
  relSlewSlack_pct: 47.97
  slew_viol_final: 0
  min_period_over_period_pct: 41.98
  fin_setup_tns_ns: 0
  grt_setup_unrepaired: "false"
  layout_setup_ws_ns: 3.597
  setup_viol: 0
  fmax_mhz: 384.2
placed_design:
  io_buffers: 29
  place_area_sq_um: 3446
  gp_congestion: 0.7967
  dp_slack_ns: 3.251
  dp_hpwl_um: 3404
clock_network:
  post-cts-setup-buffer-count: 0
  htree_levels: 3
  ctsLongestPathBuffers: 2
  clock.latency.late_pin_ns: 0.33
  cts_hold_buf: 0
  cts.sinks: 60
  cts.clk_slew.worst_paths_ns: 0.07
  cts_root_buf: "clkbuf_8"
  cts_buffers: 9
  cts_resized: 0
  cts_tree: "yes"
drt:
  drt_wl_total_um: 4989
  antenna_left: 0
  vias_per_cell: 4.974
  drc: 0
  vias: 1930
  first_iter_violations: 57
  n_antenna_cell: 0
  wl_per_cell_um: 12.86
  drtPass1Iterations: 7
floorplanning:
  core_area_sq_um: 7331
  initCoreUtil_pct: 41.80
  io_pins: 38
  rows: 31
  die_x_um: 89.53
  chip_area_sq_um: 8015
  die_h_um: 89.53
layout:
  fin_area_sq_um: 3646
  num-fill-cells: 615
  mostFrequentLayoutCell: "edfxtp_1"
  area_growth_pct: 18.99
  drive_above_1_share_pct: 12.11
  final-comb-area_sq_um: 1225
  flop_area_sq_um: 1762
  lay_top_cells: "edfxtp_1, clkdlybuf4s50_1, nor2_1"
power_and_ir_drop:
  powerDensity_nw_per_um2: 260.5
  power_frac_seq_pct: 52.9
  p_leak_nw: 1.231
  internal_power_w: 0.0007090
  power_frac_clock_pct: 36.6
  ir_drop_mv: 0.1267
  netSwitchingFraction_pct: 25.35
  p_sw_w: 0.0002408
  comb_power_share_pct: 10.5
global_route:
  grt_antenna_before_repair: 0
  overflow: 0
  grtUsageTotal_pct: 14.06
  grt_max_degree: 25
  grt_pass1_wl_um: 8086
  grt_pass1_vias: 1737
worst_hold_path:
  hold_path_class: "reg2reg"
run_status:
  status: "finished clean"
[cells in the mapped netlist, types with 2 or more instances]
master | count | area [sq um]
inv_1 | 6 | 22.52
buf_2 | 4 | 20.02
nand2_1 | 21 | 78.83
and4_1 | 2 | 17.52
nor3_1 | 7 | 35.03
edfxtp_1 | 56 | 1682
and2_1 | 4 | 25.02
o21a_1 | 3 | 22.52
nand2b_1 | 3 | 18.77
buf_4 | 2 | 15.01
dfxtp_1 | 4 | 80.08
xnor2_1 | 9 | 78.83
o21ai_0 | 13 | 65.06
xor2_1 | 7 | 61.31
nor2_1 | 29 | 108.9
clkbuf_1 | 2 | 7.510
mux2i_1 | 10 | 100.1
a21oi_1 | 6 | 30.03
nand3_1 | 9 | 45.04
mux4_2 | 2 | 45.04
a31oi_1 | 2 | 12.51
nand4_1 | 7 | 43.79
nor2b_1 | 4 | 25.02
ha_1 | 11 | 137.6
and3_1 | 2 | 12.51
[cell type report]
cell class / count / share of cell area, %
sequential: 60 / 48.32
multi-input combinational: 175 / 33.60
timing repair buffer: 32 / 8.579
clock buffer: 9 / 3.397
tap: 99 / 3.397
clock inverter: 7 / 2.093
inverter: 6 / 0.6177
[flip-flops by register name (all words and copies together), names as in the netlist]
signal / flops
led_green: 8
led_blue: 8
clk_counter: 16
current_bit: 3
current_state: 3
led_current_color: 8
ws_data: 1
new_data_req: 1
current_color: 2
led_red: 8
current_ledN: 2
[power groups by stage]
stage / Sequential (W) / Clock [W] / Combinational [W]
CTS: 0.000502 / 0.000357 / 0.000102
global route: 0.000505 / 0.000377 / 0.000113
finish: 0.000502 / 0.000348 / 0.000100
[path summary, 6_finish.rpt]
| kind | start | endpoint | slack [ns] | depth (start not counted) |
|---|---|---|---|---|
| hold reg to reg | ws_data | ws_data | 0.50 | 2 |
| hold / removal | ws_data | ws_data | 0.50 | 2 |
| setup reg to reg | clk_counter[5] | clk_counter[2] | 4.01 | 6 |
| setup / recovery | reset | current_ledN[0] | 3.60 | 3 |
[routing by layer]
layer	track usage, %	share of wire, %
met1	23.43	51
met5	0	0
met4	2.742	1.1
met3	3.464	2.9
met2	20.40	45
[worst max-delay path: cells and delay by family]
kind	cells	cell delay (ns)
AOI/OAI and AO/OA	1	0.39
buffers and inverters	1	0.61
and+or+nand+nor	1	0.36
[logic make-up after synthesis]
kind of cell               after synthesis
buffers and inverters                   16
AOI/OAI and AO/OA                       34
DFF                                     60
adders and majority gates               11
xor gates and xnor gates                16
and+or+nand+nor                        102
muxes                                   12
[through the flow]
stage,total power (W),cells,util (%)
floorplan,0.0005751,251,-
finish,0.0009498,388,49.74
CTS,0.0009603,388,49.74
global placement,0.0006104,372,47.00
detailed placement,0.0006112,372,47.00
global route,0.0009948,388,49.74
Power figures rest on the tool's default switching activity, not on a simulated workload.
